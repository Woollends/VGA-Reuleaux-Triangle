==> /design/flow/design.v <==
module circle(input logic clk, input logic rst_n, input logic [2:0] colour,
              input logic [11:0] centre_x, input logic [11:0] centre_y, input logic [7:0] radius, input logic [11:0] x_min, 
              input logic start, input logic [11:0] y_max, input logic [11:0] y_min, input logic [11:0] x_max, 
              output logic done, output logic [7:0] vga_x, output logic [6:0] vga_y,
              output logic [2:0] vga_colour, output logic vga_plot);
     logic [7:0] offset_x,offset_y;  
     logic signed [11:0] crit;
     logic [2:0] octant;
     logic readvals=1'b0;
     logic signed [7:0] offset_x_sign, offset_y_sign;  
     assign offset_x_sign = offset_x;  
     assign offset_y_sign = offset_y;
     always_ff @( posedge clk ) begin
          if (!rst_n) begin  
               vga_x<=8'd0;
               vga_y<=7'd0;
               offset_x<=8'd0;
               offset_y<=8'd0;
               crit<=12'd0;
               vga_plot<=1'd0;
               done<=1'd0;
               vga_colour<=3'd0;
               readvals<=1'b0;
               octant<=3'd0;
          end
          else if (!start) begin  
               vga_x<=8'd0;
               vga_y<=7'd0;
               offset_x<=8'd0;
               offset_y<=8'd0;
               crit<=12'd0;
               vga_plot<=1'd0;
               done<=1'd0;
               vga_colour<=3'd0;
               readvals<=1'b0;
               octant<=3'd0;
          end
          else if (!readvals) begin 
               offset_y <= 0;
               offset_x <= radius;
               crit <= 1 - radius;
               vga_colour<= colour;
               readvals<=1'b1;
          end
          else if (offset_y <= offset_x) begin  
               if (octant == 3'd0 && 
               centre_x + offset_x >= 0 && centre_x + offset_x < 160 && 
               centre_y + offset_y >= 0 && centre_y + offset_y < 120 &&
               centre_x + offset_x_sign < x_max && centre_x + offset_x_sign > x_min &&
               centre_y + offset_y_sign < y_max && centre_y + offset_y_sign > y_min ) begin
                    vga_x <= centre_x + offset_x;
                    vga_y <= centre_y + offset_y;
                    octant <= 3'd1;
                    vga_plot <= 1'b1;
               end
               else if (octant <= 3'd1 && 
               centre_x + offset_y >= 0 && centre_x + offset_y < 160 && 
               centre_y + offset_x >= 0 && centre_y + offset_x < 120 &&
               centre_x + offset_y_sign < x_max && centre_x + offset_y_sign > x_min &&
               centre_y + offset_x_sign < y_max && centre_y + offset_x_sign > y_min) begin
                    vga_x <= centre_x + offset_y;
                    vga_y <= centre_y + offset_x;
                    octant <= 3'd2;
                    vga_plot <= 1'b1;
               end
               else if (octant <= 3'd2 && 
               centre_x - offset_y >= 0 && centre_x - offset_y < 160 && 
               centre_y + offset_x >= 0 && centre_y + offset_x < 120 &&
               centre_x - offset_y_sign < x_max && centre_x - offset_y_sign > x_min &&
               centre_y + offset_x_sign < y_max && centre_y + offset_x_sign > y_min) begin
                    vga_x <= centre_x - offset_y;
                    vga_y <= centre_y + offset_x;
                    octant <= 3'd3;
                    vga_plot <= 1'b1;
               end
               else if (octant <= 3'd3 && 
               centre_x - offset_x >= 0 && centre_x - offset_x < 160 && 
               centre_y + offset_y >= 0 && centre_y + offset_y < 120 &&
               centre_x - offset_x_sign < x_max && centre_x - offset_x_sign > x_min &&
               centre_y + offset_y_sign < y_max && centre_y + offset_y_sign > y_min) begin
                    vga_x <= centre_x - offset_x;
                    vga_y <= centre_y + offset_y;
                    octant <= 3'd4;
                    vga_plot <= 1'b1;
               end
               else if (octant <= 3'd4 && 
               centre_x - offset_x >= 0 && centre_x - offset_x < 160 && 
               centre_y - offset_y >= 0 && centre_y - offset_y < 120 &&
               centre_x - offset_x_sign < x_max && centre_x - offset_x_sign > x_min &&
               centre_y - offset_y_sign < y_max && centre_y - offset_y_sign > y_min) begin
                    vga_x <= centre_x - offset_x;
                    vga_y <= centre_y - offset_y;
                    octant <= 3'd5;
                    vga_plot <= 1'b1;
               end
               else if (octant <= 3'd5 && 
               centre_x - offset_y >= 0 && centre_x - offset_y < 160 && 
               centre_y - offset_x >= 0 && centre_y - offset_x < 120 &&
               centre_x - offset_y_sign < x_max && centre_x - offset_y_sign > x_min &&
               centre_y - offset_x_sign < y_max && centre_y - offset_x_sign > y_min) begin
                    vga_x <= centre_x - offset_y;
                    vga_y <= centre_y - offset_x;
                    octant <= 3'd6;
                    vga_plot <= 1'b1;
               end
               else if (octant <= 3'd6 && 
               centre_x + offset_y >= 0 && centre_x + offset_y < 160 && 
               centre_y - offset_x >= 0 && centre_y - offset_x < 120 &&
               centre_x + offset_y_sign < x_max && centre_x + offset_y_sign > x_min &&
               centre_y - offset_x_sign < y_max && centre_y - offset_x_sign > y_min) begin
                    vga_x <= centre_x + offset_y;
                    vga_y <= centre_y - offset_x;
                    octant <= 3'd7;
                    vga_plot <= 1'b1;
               end
               else if (octant <= 3'd7 && 
               centre_x + offset_x >= 0 && centre_x + offset_x < 160 && 
               centre_y - offset_y >= 0 && centre_y - offset_y <  120 &&
               centre_x + offset_x_sign < x_max && centre_x + offset_x_sign > x_min &&
               centre_y - offset_y_sign < y_max && centre_y - offset_y_sign > y_min) begin
                    vga_x <= centre_x + offset_x;
                    vga_y <= centre_y - offset_y;
                    octant <= 3'd0;
                    vga_plot <= 1'b1;
                    offset_y<=offset_y+1;
                    if (crit<=0) begin  
                         crit<=crit+(2*offset_y)+1;
                    end 
                    else begin
                         offset_x<=offset_x-1;
                         crit<=crit+(2*(offset_y-offset_x))+1;
                    end
               end
               else begin
                    octant <= 3'd0;
                    vga_plot <= 1'b0;
                    offset_y<=offset_y+1;
                    if (crit<=0) begin
                         crit<=crit+(2*offset_y)+1;
                    end 
                    else begin
                         offset_x<=offset_x-1;
                         crit<=crit+(2*(offset_y-offset_x))+1;
                    end
               end 
          end else begin
               done<=1'b1;
               vga_x<=8'd0;
               vga_y<=7'd0;
               vga_plot<=1'b0;
               vga_colour<=3'd0;
          end
     end
endmodule
module reuleaux(input logic clk, input logic rst_n, input logic [2:0] colour,
                input logic [7:0] centre_x, input logic [6:0] centre_y, input logic [7:0] diameter,
                input logic start, output logic done,
                output logic [7:0] vga_x, output logic [6:0] vga_y,
                output logic [2:0] vga_colour, output logic vga_plot);
logic start_1;  
logic start_2;
logic start_3;
logic [2:0] colour_latch;  
logic [7:0] centre_x_latch, diameter_latch;
logic [6:0] centre_y_latch;
logic [23:0] c_x, c_y, c_x1, c_y1, c_x2, c_y2, c_x3, c_y3, sqrt_6, sqrt_3, diameter_cal, lowest,right,left;
logic done_1;  
logic [7:0] vga_x_1;
logic [6:0] vga_y_1;
logic [2:0] vga_colour_1;
logic vga_plot_1;
logic done_2;  
logic [7:0] vga_x_2;
logic [6:0] vga_y_2;
logic [2:0] vga_colour_2;
logic vga_plot_2;
logic [7:0] vga_x_3;  
logic [6:0] vga_y_3;
logic [2:0] vga_colour_3;
logic vga_plot_3;
logic [11:0] temp_c_x1, temp_c_y1, temp_c_x2, temp_c_y2, temp_c_x3, temp_c_y3;  
logic [11:0] temp_lowest, temp_right, temp_left; 
circle circle_1 (  
    .clk(clk),
    .rst_n(rst_n),
    .colour(colour),
    .centre_x(c_x1[23:12]),
    .centre_y(c_y1[23:12]),
    .radius(diameter),
    .x_min(0),
    .start(start_1),
    .y_max(c_y1[23:12]+1'b1),
    .y_min(0),
    .x_max(c_x3[23:12]),
    .done(done_1),
    .vga_x(vga_x_1),
    .vga_y(vga_y_1),
    .vga_colour(vga_colour_1),
    .vga_plot(vga_plot_1)
);
circle circle_2 (  
    .clk(clk),
    .rst_n(rst_n),
    .colour(colour),
    .centre_x(c_x2[23:12]),
    .centre_y(c_y2[23:12]),
    .radius(diameter),
    .x_min(c_x3[23:12]-1'b1),
    .start(start_2),
    .y_max(c_y2[23:12]+1'b1),
    .y_min(0),
    .x_max(160),
    .done(done_2),
    .vga_x(vga_x_2),
    .vga_y(vga_y_2),
    .vga_colour(vga_colour_2),
    .vga_plot(vga_plot_2)
);
circle circle_3 (  
    .clk(clk),
    .rst_n(rst_n),
    .colour(colour),
    .centre_x(c_x3[23:12]),
    .centre_y(c_y3[23:12]),
    .radius(diameter),
    .x_min(0),
    .start(start_3),
    .y_max(100),
    .y_min(c_y1[23:12]),
    .x_max(160),
    .done(done),
    .vga_x(vga_x_3),
    .vga_y(vga_y_3),
    .vga_colour(vga_colour_3),
    .vga_plot(vga_plot_3)
);
enum {starter, drawcirc1, drawcirc2, drawcirc3} state;  
always_ff @(posedge clk) begin  
    if (~rst_n) begin  
        vga_x <= 8'd0;
        vga_y <= 7'd0;
        colour_latch <= colour;
        vga_plot <= 1'd0;
        state <= starter;
        start_1<=1'b0;
        start_2<=1'b0;
        start_3<=1'b0;
    end else begin
        case (state)  
            starter: begin
                if (!start) begin   
                    vga_colour <= colour_latch;
                    centre_x_latch <= centre_x;
                    centre_y_latch <= centre_y;
                    diameter_latch <= diameter;   
                end else begin
                    state <= drawcirc1;  
                    start_1 <= 1'b1;
                end
            end
            drawcirc1: begin
                if (done_1) begin  
                    state <= drawcirc2;
                    start_1 <= 1'b0;
                    start_2 <= 1'b1;
                end else begin  
                    vga_x <= vga_x_1;
                    vga_y <= vga_y_1;
                    vga_plot <= vga_plot_1;
                    vga_colour <= vga_colour_1;
                end
            end
            drawcirc2: begin
                if (done_2) begin  
                    state <= drawcirc3;
                    start_2 <= 1'b0;
                    start_3 <= 1'b1;
                end else begin  
                    vga_x <= vga_x_2;
                    vga_y <= vga_y_2;
                    vga_plot <= vga_plot_2;
                    vga_colour <= vga_colour_2;
                end
            end
            drawcirc3: begin
                if (done) begin  
                    state <= starter;
                    start_3 <= 1'b0;
                end else begin  
                    vga_x <= vga_x_3;
                    vga_y <= vga_y_3;
                    vga_plot <= vga_plot_3;
                    vga_colour <= vga_colour_3;
                end
            end
            default: begin
                state <= starter;  
            end
        endcase
    end
end
always_comb begin  
     if(diameter_latch % 2 == 0) begin  
          diameter_cal = {diameter_latch, 12'b0};
     end else begin
          diameter_cal = {diameter_latch+1'd1, 12'b0};
     end
          sqrt_6 = {13'b0, 11'd1188};  
          sqrt_3 = {12'b0, 12'd2370};
          c_x = {centre_x_latch, 12'b0};  
          c_y = {centre_y_latch, 12'b0};
          c_x1 = c_x + (diameter_cal >> 1)+12'b100000000000;  
          c_y1 = c_y + (diameter_latch * sqrt_6)+12'b100000000000;
          c_x2 = c_x - (diameter_cal >> 1)+12'b100000000000;
          c_y2 = c_y + (diameter_latch * sqrt_6)+12'b100000000000;
          c_x3 = c_x;
          c_y3 = c_y - (diameter_latch * sqrt_3)+12'b100000000000;
          lowest = c_y - diameter_latch +12'b100000000000;
          right = c_x + diameter_latch +12'b100000000000;
          left = c_x - diameter_latch +12'b100000000000;
    temp_c_x1 = c_x1[23:12];  
    temp_c_y1 = c_y1[23:12];
    temp_c_x2 = c_x2[23:12];
    temp_c_y2 = c_y2[23:12];
    temp_c_x3 = c_x3[23:12];
    temp_c_y3 = c_y3[23:12];
    temp_lowest = lowest[23:12];
    temp_right = right[23:12];
    temp_left = left[23:12];
end
endmodule
==> /design/flow/run.sh <==
#!/bin/bash
# OpenROAD 26Q1-2900-gdf79404cd8, Yosys 0.63+post, stock flow scripts
make -C /OpenROAD-flow-scripts/flow DESIGN_CONFIG=/design/flow/config.mk WORK_HOME=/design/flow/orfs finish
==> /design/flow/config.mk <==
export PLATFORM = sky130hd
export DESIGN_NAME = reuleaux
export DESIGN_NICKNAME = reuleaux
export VERILOG_FILES = /design/flow/design.v
export SDC_FILE = /design/flow/constraint.sdc
export NUM_CORES = 4
export LEC_CHECK = 1
export CORE_UTILIZATION = 40
==> /design/flow/constraint.sdc <==
current_design reuleaux

set clk_period 15.8
set clk_io_pct 0.2

create_clock -name clk0 -period $clk_period [get_ports {clk}]

set non_clock_inputs [all_inputs -no_clocks]
set_input_delay [expr $clk_period * $clk_io_pct] -clock clk0 $non_clock_inputs
set_output_delay [expr $clk_period * $clk_io_pct] -clock clk0 [all_outputs]
==> results.txt <==
Synthesis and place-and-route results.

- The root buffer selected by CTS is clkbuf_16.
- The fraction of registers with async set/reset is 0%.
- The number of max-cap violations is 0.
- The via count of the first global-routing pass is around 28000.
- The per-cell routed wire length is between 20 and 25 µm.
- Across all register-to-register paths, the minimum setup slack is 5.72 ns.
- Setup repair after global routing left no endpoint under its margin.
- The worst register-to-register path begins at diameter_latch[3]$_DFFE_PP_.
- In the synthesized netlist the dominant register cell turns out to be dfxtp_1.
- Hold analysis lists the worst path endpoint as circle_3.vga_x[5]$_SDFFE_PN0P_.
- The finished layout holds 5109 standard cells, fillers aside.
- The maximum operating frequency is 99.2 MHz.
- The post-synth tally of flip-flops with integrated enable is 29.
- OpenROAD emitted warnings numbering about 130.
- The worst setup path is captured at a register.
- For reference, the final report shows the hold violation count at 0.
- The most common logic cells in the final layout are ha_1, nor2_1, a21oi_1.
- The floorplan step set the die width to approximately 280 µm.
- The maximum number of pins on one net before global-route repair is 40.
- The leakage power is around 0.014 µW.
- The count of state elements after synthesis is 223.
- The core footprint is just under 0.08 mm².
- The slew at the pin with the worst max-slew slack is around 0.92 ns.
- Cells fill between 40 and 50% of the core in the end.
- The sequential standard cell area is roughly 0.0048 mm².
- STA classifies the critical path startpoint as a register.
- The top fanout value on the critical path is 19.
- The initial antenna violation count is 3.
- CTS saw roughly 220 sinks.
- The cell that appears most often on the critical path is ha_1.
- The placement summary gives the final routability congestion estimate as approximately 1.0.
- The clock-pin slew reported for the worst setup and hold paths after clock tree synthesis is 0.06 ns.
- As reported, the later end of the worst-skew pair has a clock insertion delay of ~0.63 ns.
- The H-tree depth is 1.
- The multi-input gate area in the final layout is 0.0247 mm².
- The HPWL reported at the end of detailed placement is about 94000 µm.
- between 40 and 50 I/O pins were placed.
- The vertical extent of the die is 281 µm.
- The arrival time at the worst endpoint is ~11 ns.
- The script parses the final routing iteration and logs DRC violations as 0.
- The final timing summary puts the cycle share of the worst path at roughly 64%.
- The all-layer global routing usage is a little under a third.
- The post-CTS setup repair buffer count is 0.
- The post-placement cell area is ~0.033 mm².
- The number of different library cells used by synthesis comes to 102.
- Synthesis produced approximately 4000 cells.
- The deepest clock path buffer count is 3.
- For the worst min-delay path, the startpoint reported by OpenROAD is circle_3.vga_x[5]$_SDFFE_PN0P_.
- The detail-routed via count per cell is just under 6.
- The violation count after the first detailed-route iteration is between 2000 and 3000.
- The count of fill cells added during filler insertion is ~8000.
- Per the placement report, the placed cell count is 5053.
- The minimum period implied by the final worst setup slack is slightly above 10 ns.
- In this run the power density over the cells is between 150 and 200 mW/mm².
- The number of port buffers is approximately 48.
- The registers reported with the highest flop counts are circle_1.crit (12), circle_2.crit (12), circle_3.crit (12).
- In this run the remaining antenna-violating nets after routing total 0.
- The post-route total power is between 5000 and 6000 µW.
- The worst setup path is of the register to register kind.
- By area the synthesized netlist is led by ha_1, dfxtp_1, xnor2_1.
- The top cell type in the final layout, fill and taps aside, is ha_1.
- The flow ran to the end, and the final reports show no timing, DRC or antenna violations.
- The share of the synthesized area in the top cell type is between 20% and 30%.
- In this run the critical register-to-register path is captured at circle_1.vga_y[0]$_SDFFE_PN0P_.
- The synthesized netlist occupies a cell area of 0.0312 mm².
- The fraction of layout cells with a size suffix above 1 is ~5.3%.
- The min-delay analysis places its worst path in the category register to register.
- The cell count listed in synth_stat.txt is roughly 4000.
- In the final run the clock tree shows a worst skew of approximately 0.031 ns.
- TritonCTS created 30 clock buffers.
- The worst VDD IR drop from the latest analysis is roughly 0.12 mV.
- The longest individual stage delay on the worst path is roughly 0.77 ns.
- For this run, the number of Yosys warnings is 9.
- TritonCTS built the clock tree.
- Per the run report, area growth between synthesis and finish was 9.47%.
- For this run the aggregate overflow at the end of global routing stands at 0.
- The hold buffer count at CTS is 0.
- The stat command in Yosys gives a chip area of a little over 0.03 mm².
- The worst pin sits at a relative slew slack of a little under two fifths.
- The worst hold path depth is 2.
- For this block, the via count after detailed routing is between 30000 and 40000.
- ha_1 takes more of the synthesized area than any other cell.
- The wire length of the first global-routing pass is about 180000 µm.
- The required arrival time at the worst endpoint is ~16 ns.
- The final-report setup violation count is 0.
- Post-CTS repair ended up resizing 0 cells.
- The depth of the most critical reg-to-reg path is 37.
- The pre-antenna-repair detailed-routing pass consisted of 18 iterations.
- The final layout reports a setup TNS of 0 ns.
- The library cell contributing the largest single delay on the critical path is and4_1.
- The share of the core filled by cells before placement is 40.3%.
- The mean area per synthesized cell is roughly 8 µm².
- The die outline area is just under 0.08 mm².
- The proportion of synthesized chip area in sequential cells is approximately 15%.
- The area of all placed cells without fillers is between 0.03 and 0.04 mm².
- The floorplan has 102 rows.
- Pins over their slew limit in the final report were tallied at 0.
- After detailed routing, the total wire length is 117000 µm.
==> kinds of logic (layout without fill, tap and decap cells) <==
group | after synthesis | after routing | synth area share, %
flip-flops | 223 | 223 | 15.2
adder cells (fa/ha/maj) | 584 | 584 | 24.5
AND/OR/NAND/NOR | 1241 | 1241 | 20.0
AND-OR/OR-AND | 1222 | 1222 | 26.4
buffers and inverters | 446 | 506 | 5.55
multiplexers | 29 | 29 | 0.955
other | 0 | 1 | 0
XOR/XNOR | 263 | 263 | 7.39
==> how the worst max path moves through the flow <==
stage,start,endpoint,slack (ns),cells past startpoint
4_1_cts,diameter_latch[3]$_DFFE_PP_,circle_1.vga_y[0]$_SDFFE_PN0P_,5.86,37
5_1_grt,diameter_latch[6]$_DFFE_PP_,circle_1.vga_y[0]$_SDFFE_PN0P_,5.00,37
6_report,diameter_latch[3]$_DFFE_PP_,circle_1.vga_y[0]$_SDFFE_PN0P_,5.72,37
==> critical path, delay by kind of cell (launching register included) <==
kind	cells	cell delay, ns
xor gates and xnor gates	2	0.35
and+or+nand+nor	10	2.57
adders and majority gates	7	2.49
DFF	1	0.50
buffers and inverters	5	0.85
AOI/OAI and AO/OA	13	3.17
==> Yosys cell counts (50+ instances only) <==
cell type and instances:
nand3_1 93, xor2_1 60, a211oi_1 50, o21ai_0 201
o21a_1 67, a21o_1 61, nor2b_1 90, a21oi_1 320
dfxtp_1 194, xnor2_1 203, ha_1 541, inv_1 315
nor3_1 89, nor2_1 357, nand2_1 235, clkbuf_1 91
nand4_1 59, nand2b_1 65
==> area by class of cell <==
| class | instances | area share, % |
|---|---|---|
| sequential | 223 | 13.9 |
| clock buffer | 36 | 2.35 |
| multi-input combinational | 3339 | 72.5 |
| antenna | 1 | 0.00733 |
| inverter | 319 | 3.51 |
| timing repair buffer | 132 | 3.26 |
| clock inverter | 19 | 0.674 |
| tap | 1040 | 3.81 |
==> per-layer routing <==
metal	global-route usage, %	part of all wire, %	up-vias
met5	0	0.011	-
met4	9.74	4.0	2
met3	7.47	8.5	215
met2	44.2	42	1022
met1	43.4	45	14400
li1	-	-	14800
==> per-stage QoR <==
stage               setup WS [ns]  hold WS (ns)
global placement             5.91         0.437
floorplan                    7.08         0.416
CTS                          5.86         0.450
detailed placement           5.93         0.440
finish                       5.72         0.451
global route                 5.00         0.478
==> power by group <==
| part | internal, µW | switching (µW) | leakage [µW] |
|---|---|---|---|
| clock | 428 | 299 | 0.000507 |
| sequential | 595 | 25.4 | 0.00184 |
| combinational | 1560 | 2620 | 0.0117 |
| total | 2580 | 2940 | 0.0141 |
Power is estimated from default activity; no workload was simulated.
